==> /design/flow/design.v <==
`timescale 1ns/1ns
module eight_bit_add_sub( a,b,opcode,sum,ovf);
input [7:0] a;
input [7:0] b;
input opcode;
output [7:0] sum;
output ovf;
wire [7:0] carry_out; 
one_bit_add_sub as1(a[0],b[0],opcode,carry_out[0],sum[0], opcode);
one_bit_add_sub as2(a[1],b[1],carry_out[0],carry_out[1],sum[1], opcode);
one_bit_add_sub as3(a[2],b[2],carry_out[1],carry_out[2],sum[2],opcode);
one_bit_add_sub as4(a[3],b[3],carry_out[2],carry_out[3],sum[3],opcode);
one_bit_add_sub as5(a[4],b[4],carry_out[3],carry_out[4],sum[4],opcode);
one_bit_add_sub as6(a[5],b[5],carry_out[4],carry_out[5],sum[5],opcode);
one_bit_add_sub as7(a[6],b[6],carry_out[5],carry_out[6],sum[6],opcode);
one_bit_add_sub as8(a[7],b[7],carry_out[6],carry_out[7],sum[7],opcode);
assign ovf = carry_out[7] ^ carry_out[6];
endmodule
module one_bit_add_sub( 
input  a,
input  b,
input  cin,
output cout,
output sum,
input opcode
);
wire a,b,cin, opcode;
wire  cout,sum;
wire b1;
assign b1= b ^ opcode;
assign sum = a ^ b1 ^ cin ;
assign cout = (a & b1) | (b1 & cin) | (a & cin) ;
endmodule
==> /design/flow/run.sh <==
#!/bin/bash
# OpenROAD 26Q1-2900-gdf79404cd8, Yosys 0.63+post, stock flow scripts
make -C /OpenROAD-flow-scripts/flow DESIGN_CONFIG=/design/flow/config.mk WORK_HOME=/design/flow/orfs finish
==> /design/flow/config.mk <==
export PLATFORM = sky130hd
export DESIGN_NAME = eight_bit_add_sub
export DESIGN_NICKNAME = eight_bit_add_sub
export VERILOG_FILES = /design/flow/design.v
export SDC_FILE = /design/flow/constraint.sdc
export NUM_CORES = 4
export LEC_CHECK = 1
export CORE_AREA = 10 10 70 70
export DIE_AREA = 0 0 80 80
==> /design/flow/constraint.sdc <==
current_design eight_bit_add_sub

set clk_period 3.7
set clk_io_pct 0.2

create_clock -name clk0 -period $clk_period

set non_clock_inputs [all_inputs -no_clocks]
set_input_delay [expr $clk_period * $clk_io_pct] -clock clk0 $non_clock_inputs
set_output_delay [expr $clk_period * $clk_io_pct] -clock clk0 [all_outputs]
==> flow_summary.json <==
{
  "wire_per_inst_um": 8.82,
  "cp.depth": 12,
  "antenna_found_initial": 0,
  "gr-total-overflow": 0,
  "numPortBuffers": 26,
  "die_w_um": 80,
  "critPathTopFamily": "adder cells",
  "end_kind": "output port",
  "finalWirelength_um": 944,
  "worst_ir_drop_vdd_uv": 93.8,
  "layout_top_cell": "clkdlybuf4s50_1",
  "cts_hold_buf": 0,
  "required_ns": 2.96,
  "routed-wl-met2_um": 353,
  "period_used_share": 1.21,
  "holdPathStages": 4,
  "grt_pass1_vias": 344,
  "tool_warnings": 35,
  "hold-worst-slack_ns": 2.10,
  "layout_top_cells": "clkdlybuf4s50_1, inv_1, fa_2",
  "grt_max_degree": 7,
  "crit_arrival_ns": 3.72,
  "die_area_um2": 6400,
  "yosysSeqAreaShare": 0,
  "violations": "setup timing",
  "dp_slack_ns": -1.66,
  "netlist_area_um2": 350,
  "max_freq_ghz": 0.224,
  "io_pins": 26,
  "floorplan.core_util": 0.103,
  "area_growth_pct": 85.0,
  "critPathKind": "primary input to output port",
  "slowest_stage": "fa_2",
  "flops": 0,
  "wl_met3_um": 202,
  "hold_viol_final": 0,
  "gp_congestion": 0.794,
  "syn_area_per_cell_um2": 8.98,
  "grt_pass1_wl_um": 1660,
  "nClkBuffers": 0,
  "syn_inst": 39,
  "ys_chip_area_um2": 350,
  "track_usage": 0.0312,
  "outcome": "finished with violations",
  "worst_slew_pin_slew_ns": 0.212,
  "yosys_cells": 39,
  "cap_violations": 0,
  "netlist-cell-type-count": 7,
  "placed_cell_area_um2": 634,
  "die_y_um": 80,
  "startpoint_type": "primary input",
  "synth_warnings": 0,
  "num_vias": 286,
  "fin_area_um2": 648,
  "dr.pass1.iters": 1,
  "avgViaCountPerCell": 2.67,
  "period_minus_slack_ns": 4.46,
  "powerDensity_nw_per_um2": 176,
  "core_area_um2": 3420,
  "place_hpwl_um": 881,
  "rows": 21,
  "rsz0062_at_grt": "yes",
  "insertedDiodeCount": 0,
  "slew_headroom": 0.857,
  "drive_gt1_frac": 0.443,
  "fill_cells": 378,
  "hp-class": "primary input to output port",
  "cp.buffers_inverters": 4,
  "topRoutingLayerUsed": "met3",
  "fin_ws_ns": -0.760,
  "drc": 0,
  "dr.first_iter.drc_count": 0,
  "seqCellArea_um2": 0,
  "layout.area.comb_um2": 267,
  "critical_path.max_fanout": 2,
  "finalMaxSlewViolations": 0,
  "worst_path_most_repeated_cell": "fa_2",
  "stdcell_count": 107,
  "max_stage_delay_ns": 0.54,
  "wl_met1_um": 388,
  "worstPathCellList": "buf_6 -> mux2_4 -> fa_2 -> inv_2 -> fa_2 -> fa_2 -> fa_2 -> fa_2 -> fa_2 -> fa_2 -> inv_2 -> buf_2",
  "cellLeakagePower_nw": 0.296,
  "ant_nets": 0,
  "setup_viol": 3,
  "dp.cells": 104
}
## through the flow
step / util / TNS, ns / power (mW)
final: 0.190 / -1.85 / 0.114
after global routing: 0.190 / -2.32 / 0.133
after CTS: 0.187 / -2.76 / 0.114
after detailed placement: 0.186 / -5.95 / 0.123
after global placement: 0.186 / -5.91 / 0.123
after floorplan: - / -1.65 / 0.0730
## where the power goes
part	leakage [nW]	internal (mW)	switching (mW)
Clock	0	0	0
Sequential	0	0	0
Combinational	0.296	0.0744	0.0395
Total	0.296	0.0744	0.0395
## worst min-delay path, stage by stage
cell and delay, ns:
buf_6 0.07, buf_4 0.09, xor2_1 0.05, clkdlybuf4s50_1 0.40
## synth_stat cells
| cell | number | area, um^2 |
|---|---|---|
| buf_4 | 8 | 60.1 |
| buf_6 | 1 | 11.3 |
| fa_1 | 7 | 140 |
| inv_1 | 13 | 48.8 |
| mux2_2 | 1 | 11.3 |
| xnor2_1 | 6 | 52.6 |
| xor2_1 | 3 | 26.3 |
## what timing repair did
item | 4_1_cts | 5_1_grt
gates resized | 39 | 4
setup endpoints to repair | 6 | 5
pin swaps | 9 | 7
setup buffers | 2 | 1
## cell families (layout without fill, tap and decap cells)
| logic type | after synthesis | count (layout) | synth area share |
|---|---|---|---|
| buffers and inverters | 22 | 44 | 0.343 |
| adders and majority gates | 7 | 7 | 0.400 |
| muxes | 1 | 1 | 0.0321 |
| xor gates and xnor gates | 9 | 9 | 0.225 |
## layout make-up
class | instances | share of cell area
Tap cell | 46 | 0.0888
Timing Repair Buffer | 31 | 0.425
Inverter | 13 | 0.0753
Multi-Input combinational cell | 17 | 0.411
## metal layers
layer,vias up,track usage
met3,0,0.0205
met4,0,0
li1,139,-
met2,20,0.0490
met1,127,0.0372
met5,-,0
## worst paths after layout
path                  from  endpoint  slack, ns
worst max-delay path  b[0]    sum[7]      -0.76
worst min-delay path  b[0]    sum[0]       2.10
Power figures rest on the tool's default switching activity, not on a simulated workload.
