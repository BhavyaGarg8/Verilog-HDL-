==> flow/config.mk <==
export PLATFORM = sky130hd
export DESIGN_NAME = carry_look_ahead_adder
export DESIGN_NICKNAME = carry_look_ahead_adder
export VERILOG_FILES = /design/flow/design.v
export SDC_FILE = /design/flow/constraint.sdc
export NUM_CORES = 4
export LEC_CHECK = 1
export CORE_AREA = 10 10 70 70
export DIE_AREA = 0 0 80 80
==> flow/constraint.sdc <==
current_design carry_look_ahead_adder

set clk_period 5.8
set clk_io_pct 0.2

create_clock -name clk0 -period $clk_period

set non_clock_inputs [all_inputs -no_clocks]
set_input_delay [expr $clk_period * $clk_io_pct] -clock clk0 $non_clock_inputs
set_output_delay [expr $clk_period * $clk_io_pct] -clock clk0 [all_outputs]
==> flow/design.v <==
`timescale 1ns/1ns 
module carry_look_ahead_adder ( carry_out, S, carry_in, a,b);
  output carry_out;
  output [7:0] S;      
  input carry_in;    
  input [7:0] a,b;     
  wire [7:0] g,p;       
  wire [7:0] c;         
  assign g = a & b;
  assign p = a ^ b;    
  wire P,G;
  assign c[0] = carry_in;
  assign c[1] = g[0] | (p[0] & c[0]);
  assign c[2] = g[1] | (p[1] & g[0]) | (p[1] & p[0] & c[0]);
  assign c[3] = g[2] | (p[2] & g[1]) | (p[2] & p[1] & g[0]) | (p[2] & p[1] & p[0] & c[0]);
  assign P = p[3] & p[2] & p[1] & p[0];
  assign G = g[3] | (p[3] & g[2]) | (p[3] & p[2] & g[1]) | (p[3] & p[2] & p[1] & g[0]);
  assign c[4] = G | (P & c[0]);
  assign c[5] = g[4] | (p[4] & G) | (p[4] & P & c[0]);
  assign c[6] = g[5] | (p[5] & g[4]) | (p[5] & p[4] & G) | (p[5] & p[4] & P & c[0]);
  assign c[7] = g[6] | (p[6] & g[5]) | (p[6] & p[5] & g[4]) | (p[6] & p[5] & p[4] & G) | (p[6] & p[5] & p[4] & P & c[0]);
  assign carry_out = g[7] | p[7] & (g[6] | (p[6] & g[5]) | (p[6] & p[5] & g[4]) | (p[6] & p[5] & p[4] & G) | (p[6] & p[5] & p[4] & P & c[0]));
  assign S = p^c;
endmodule
==> flow/run.sh <==
#!/bin/bash
# OpenROAD 26Q1-2900-gdf79404cd8, Yosys 0.63+post, stock flow scripts
make -C /OpenROAD-flow-scripts/flow DESIGN_CONFIG=/design/flow/config.mk WORK_HOME=/design/flow/orfs finish
==> reports/qor.csv <==
metric;value;unit
run_status;finished, final reports clean;
crit_family;buffers and inverters;
flops;0;
worst_pin_slew;0.265;ns
diodes;0;
grtUsageMet2;3.21;%
hold_ws;3.39;ns
path_max_fanout;4;
warning_count;32;
rows;21;
tns;0;ns
grt_start_max_net_pins;5;
core_area;3420;sq um
ios;26;
cts.repair.resized;0;
yosys-top-cells-area;ha_1, fa_1, inv_1;
worst_slack;1.01;ns
dpl_worst_slack;0.994;ns
track_usage;3.17;%
dr.pass1.iters;3;
lay_top_count;clkdlybuf4s50_1;
gr-usage-met3;2.50;%
placed_area;647;sq um
ys_area;329;sq um
via_count;344;
largest_area_cell;ha_1;
fmax;209;MHz
cp_slowest_cell;clkdlybuf4s50_1;
die_w;80;microns
cp_common_cell;clkdlybuf4s50_1;
path_depth;9;
rsz0062_at_grt;no;
total_power;0.0644;mW
seqCellArea;0;sq um
die_h;80;microns
viasPerCell;3.07;
synth_cell_type_count;21;
cts_setup_buffers;0;
final_cell_mix;clkdlybuf4s50_1, inv_1, ha_1;
critPathRequiredTime;4.64;ns
busiest_layer;met1;
yosys_warnings;0;
ir_worst_vdd;0.0471;mV
drc;0;
crit_chain;clkdlybuf4s50_1 > ha_1 > a21oi_4 > o2111ai_2 > a21o_2 > a21oi_2 > fa_1 > inv_1 > clkdlybuf4s50_1;
path_buffers;3;
grt_pass1_wl;1.70;mm
power.density;99.6;nW/um^2
antenna_found_initial;0;
fp-utilization;9.63;%
clkbuf_count;0;
min-delay-start;b[7];
port-buffer-count;26;
critical_path_arrival;3.63;ns
chipArea;6400;sq um
final_hold_viol_count;0;
yosysSeqAreaShare;0;%
gp_congestion;0.832;
ys_cells;40;
p_leak;0.270;nW
max_stage_delay;0.46;ns
use_met1;4.99;%
slew_headroom;82.3;%
postRouteAntennaNets;0;
wl;1.07;mm
holdPathEnd;carry_out;
first_iter_violations;8;
grt-ovfl-total;0;
grt_pass1_vias;373;
hold_buffers;0;
worstSetupStartpointType;input port;
netlist_area;329;sq um
slew_viol_final;0;
synth_area_per_cell;8.23;sq um
post_drt_wl_per_cell;9.58;microns
syn_inst;40;
fin_crit_sh;82.5;%
syn2layout_area_growth;96.6;%
whs_path_depth;5;
hpwl;988;microns
setup_violations;0;
min_period;4.79;ns
hold_path_class;input port to output pin;
drive_above_1_share;9.09;%
design_area;647;sq um
top_cell_area_share;26.6;%
crit_type;input port to output pin;
drv_cap;0;
worstSetupEndpointType;output pin;
## power breakdown
group / total (mW) / internal [mW] / switching (mW)
registers: 0 / 0 / 0
logic: 0.0644 / 0.0428 / 0.0216
clock network: 0 / 0 / 0
## routing by layer
layer | part of all wire, % | routed length (microns)
met4 | 0 | 0
met2 | 22 | 236
met1 | 56 | 596
met5 | 0 | 0
met3 | 22 | 240
## cells by family after synthesis
kind of cell,synth area share [%]
XOR/XNOR,7.99
buffers and inverters,10.3
adder cells (fa/ha/maj),38.8
AND-OR/OR-AND,31.2
AND/OR/NAND/NOR,11.8
## stage by stage
step                cells  util, %
global placement      112     18.9
finish                112     18.9
global route          112     18.9
CTS                   112     18.9
floorplan              40        -
detailed placement    112     18.9
## Yosys cell counts, drive strengths merged
cell type and n:
or2 1, o21a 2, a21o 1, fa 2, ha 7, nor2 2, a21oi 4, nor2b 1
inv 9, xor2 2, nand3 2, a211oi 1, o2111ai 2, xnor2 1, o211ai 1, o21ai 1
nand2 1
## area by class of cell
| type | instances | area, sq um |
|---|---|---|
| Tap cell | 46 | 57.6 |
| Multi-Input combinational cell | 31 | 295 |
| Inverter | 9 | 33.8 |
| Timing Repair Buffer | 26 | 260 |
| Fill cell | 381 | 2770 |
## how the worst max path moves through the flow
stage,start,endpoint,slack (ns)
6_report,b[0],S[7],1.01
4_1_cts,a[0],S[7],0.99
5_1_grt,b[0],S[7],0.92
## tightest hold or removal path, cell delays in order
cell             delay (ns)
clkdlybuf4s50_1        0.40
inv_1                  0.07
fa_1                   0.16
inv_1                  0.04
clkdlybuf4s50_1        0.40
Power figures rest on the tool's default switching activity, not on a simulated workload.
