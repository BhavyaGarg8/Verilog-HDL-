==> flow/design.v <==
`timescale 1ns/1ns
`timescale 1ns/1ns
module one_bit_comparator (input a, input b, output L, output E, output G);
wire s1, s2;
not X1(s1, a);
not X2 (s2, b);
and X3 (L,s1, b);
and X4 (G,s2, a);
xnor X5 (E, a, b);
endmodule
module eight_bit_comparator(input [7:0] A,input [7:0] B,output L, output E, output G);
  wire [7:0] Lo,Eo,Go;  
  wire l1,l2,g3,g4,e1;
  one_bit_comparator cc7(A[7], B[7], Lo[7], Eo[7], Go[7]);
  one_bit_comparator cc6(A[6], B[6], Lo[6], Eo[6], Go[6]);
  one_bit_comparator cc5(A[5], B[5], Lo[5], Eo[5], Go[5]);
  one_bit_comparator cc4(A[4], B[4], Lo[4], Eo[4], Go[4]);
  one_bit_comparator cc3(A[3], B[3], Lo[3], Eo[3], Go[3]);
  one_bit_comparator cc2(A[2], B[2], Lo[2], Eo[2], Go[2]);
  one_bit_comparator cc1(A[1], B[1], Lo[1], Eo[1], Go[1]);
  one_bit_comparator cc0(A[0], B[0], Lo[0], Eo[0], Go[0]);
  assign E = Eo[7]&Eo[6]&Eo[5]&Eo[4]&Eo[3]&Eo[2]&Eo[1]&Eo[0];
  assign e1 =  Eo[7]&Eo[6]&Eo[5]&Eo[4];
  assign l1 = (Lo[7]) | (Lo[6]&Eo[7]) | (Lo[5]&Eo[7]&Eo[6]) | (Lo[4]&Eo[7]&Eo[6]&Eo[5]);
  assign l2 = (Lo[3]) | (Lo[2]&Eo[3]) | (Lo[1]&Eo[3]&Eo[2]) | (Lo[0]&Eo[3]&Eo[2]&Eo[1]);
  assign L = l1 | (l2&e1);
  assign g1 = (Go[7]) | (Go[6]&Eo[7]) | (Go[5]&Eo[7]&Eo[6]) | (Go[4]&Eo[7]&Eo[6]&Eo[5]);
  assign g2 = (Go[3]) | (Go[2]&Eo[3]) | (Go[1]&Eo[3]&Eo[2]) | (Go[0]&Eo[3]&Eo[2]&Eo[1]);
  assign G = g1 | (g2&e1);
endmodule
==> flow/run.sh <==
#!/bin/bash
# OpenROAD 26Q1-2900-gdf79404cd8, Yosys 0.63+post, stock flow scripts
make -C /OpenROAD-flow-scripts/flow DESIGN_CONFIG=/design/flow/config.mk WORK_HOME=/design/flow/orfs finish
==> flow/config.mk <==
export PLATFORM = sky130hd
export DESIGN_NAME = eight_bit_comparator
export DESIGN_NICKNAME = eight_bit_comparator
export VERILOG_FILES = /design/flow/design.v
export SDC_FILE = /design/flow/constraint.sdc
export NUM_CORES = 4
export LEC_CHECK = 1
export CORE_AREA = 10 10 70 70
export DIE_AREA = 0 0 80 80
==> flow/constraint.sdc <==
current_design eight_bit_comparator

set clk_period 2.1
set clk_io_pct 0.2

create_clock -name clk0 -period $clk_period

set non_clock_inputs [all_inputs -no_clocks]
set_input_delay [expr $clk_period * $clk_io_pct] -clock clk0 $non_clock_inputs
set_output_delay [expr $clk_period * $clk_io_pct] -clock clk0 [all_outputs]
==> out/metrics.cfg <==
[cts]
cts_hold_buf = 0

[pwr]
p_leak_nw = 0.389
cellPowerDensity_mw_per_mm2 = 165
ir_worst_vdd_uv = 25.7

[grt]
overflow = 0
grt_pass1_vias = 429
grt_max_degree = 4
use_met1 = 0.0336
grt_pass1_wl_mm = 1.86
grt_busiest_layer = met2
grt_use_met3 = 0.00114
gr-usage-met2 = 0.0762
grt_antenna_before_repair = 0
grt.total_usage = 0.0344

[synthesis]
ys_cells = 46
synth-warning-count = 2
syn_inst = 46
common_cells = 16 x ha_1, 16 x inv_1, 4 x a21o_1, 4 x a221oi_1
synth_seq_share = 0
syn_avg_cell_area_sq_um = 7.86
area_leaders = ha_1 55%, inv_1 17%, a221oi_1 9.7%
synth_cell_types = 8
top_cell_area_share = 0.554
yosysChipArea_sq_um = 362
top_area_cell = ha_1
synth_area_sq_um = 362

[route]
vias = 387
drc_errors = 0
drt_pass1_iterations = 4
routed_via_density = 3.34
n_antenna_cell = 0
drt-initial-drc-count = 3
wl_per_cell_um = 9.15
routed_wl_mm = 1.06
final_antenna_net_count = 0

[floorplanning]
fp_util = 0.106
core.rowCount = 21
dieArea_sq_mm = 0.00640
die_h_um = 80
core_area_sq_mm = 0.00342
die-width_um = 80
ios = 19

[critical_path]
critical_path.max_fanout = 3
crit_type = primary input to output port
cp-start-kind = primary input
critPathCaptureType = output port
crit_arrival_ps = 1630
crit_required_ps = 1680

[cells_and_area]
final_layout_size_suffix_gt1_frac = 0.386
nFillCells = 382
syn2layout_area_growth_pct = 97.6
mi_logic_area_sq_um = 400
finalCoreUtilization = 0.209
regArea_sq_um = 0
stdcell_count = 116
nClkBuffers = 0
design_area_sq_um = 714
flops = 0

[place]
place_area_sq_um = 639
portBuffers = 19
hpwl_um = 942
dp_cells = 115
place_congestion = 0.825

[timing]
maxSlewViolCount = 0
fin_crit_ps = 2050
finalHoldViolCount = 0
setup_violations = 0
slew_headroom = 0.864
max_freq_ghz = 0.489
tightest_slew_ps = 203
rsz0062_at_grt = false
fin_crit_sh = 0.975
whs_ps = 1320

[flow_run]
drv_cap = 0
warnings = 40

[min_path]
hp-class = primary input to output port

[run_status]
status = finished, final reports clean

-- repair_timing --
| action | 4_1_cts | 5_1_grt |
|---|---|---|
| pin swaps | 11 | 1 |
| endpoints found under the setup margin | 3 | 1 |
| gates resized | 50 | 4 |
| gates cloned | 0 | 0 |
| buffers inserted | 1 | 0 |
-- placed cells by master, fill, tap and decap left out, types with 2 or more instances in the layout --
master and n:
and3_4 2, a221oi_2 4, buf_4 4, buf_2 2, dlygate4sd2_1 8, clkbuf_2 3
inv_1 11, ha_4 5, clkdlybuf4s15_1 6, o21ai_1 2, ha_1 11, inv_2 5
a21o_1 4
-- path summary, 6_finish.rpt --
kind | from | to | cells after the start | slack [ps]
setup / recovery | B[5] | E | 6 | 50
hold / removal | A[7] | L | 6 | 1320
-- layer usage --
layer	vias to the layer above	routed length [um]
met4	0	0
li1	203	-
met1	184	366
met5	-	0
met3	0	0
met2	0	695
-- final cells by class --
class / count / area share
Tap cell: 46 / 0.0806
Inverter: 16 / 0.0841
Multi-Input combinational cell: 30 / 0.560
Timing Repair Buffer: 24 / 0.275
-- stage by stage --
| stage | setup WS [ps] | power (mW) | setup TNS (ps) |
|---|---|---|---|
| global placement | -660 | 0.101 | -1820 |
| detailed placement | -693 | 0.103 | -1890 |
| finish | 53.1 | 0.118 | 0 |
| CTS | 28.8 | 0.119 | 0 |
| global route | 1.63 | 0.133 | 0 |
| floorplan | 417 | 0.0391 | 0 |
-- logic make-up (layout without fill, tap and decap cells) --
| kind of cell | after synthesis | in the layout | synth area share |
|---|---|---|---|
| compound gates | 10 | 10 | 0.208 |
| fa+ha+maj | 16 | 16 | 0.554 |
| buf+inv | 16 | 40 | 0.166 |
| simple gates | 4 | 4 | 0.0726 |
-- where the power goes --
| part | total [mW] | switching (mW) | leakage (nW) | internal (mW) |
|---|---|---|---|---|
| sequential | 0 | 0 | 0 | 0 |
| combinational | 0.118 | 0.0506 | 0.389 | 0.0672 |
| clock | 0 | 0 | 0 | 0 |
-- critical path, cell delays in order --
cell and delay [ps]:
dlygate4sd2_1 240, ha_1 270, and3_4 210, buf_6 100, and4_4 190, dlygate4sd2_1 200
Power is estimated from default activity; no workload was simulated.
